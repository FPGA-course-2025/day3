==> design.v <==
module counter(
     input  clk,
     output reg [7:0] led
);
    reg [32:0] counter;
    initial 
        counter = 0;
    always @ (posedge clk) begin
        led[0] <= counter[23];
        counter <= counter + 1;
    end
endmodule
==> run.sh <==
#!/bin/bash
# OpenROAD 26Q1-2900-gdf79404cd8, Yosys 0.63+post, stock flow scripts
make -C /OpenROAD-flow-scripts/flow DESIGN_CONFIG=/design/flow/config.mk WORK_HOME=/design/flow/orfs finish
==> config.mk <==
export PLATFORM = sky130hd
export DESIGN_NAME = counter
export DESIGN_NICKNAME = counter
export VERILOG_FILES = /design/flow/design.v
export SDC_FILE = /design/flow/constraint.sdc
export NUM_CORES = 4
export LEC_CHECK = 1
export CORE_AREA = 10 10 101 101
export DIE_AREA = 0 0 111 111
==> constraint.sdc <==
current_design counter

set clk_period 4.0
set clk_io_pct 0.2

create_clock -name clk0 -period $clk_period [get_ports {clk}]

set non_clock_inputs [all_inputs -no_clocks]
set_input_delay [expr $clk_period * $clk_io_pct] -clock clk0 $non_clock_inputs
set_output_delay [expr $clk_period * $clk_io_pct] -clock clk0 [all_outputs]
==> CHANGELOG.md <==
### Metrics

- CTS clk-pin slew, worst paths: roughly 80 ps
- Diode count: 0
- HPWL Detailed: ~990 µm
- Pint: between 0.0003 and 0.0004 W
- Clock Tree Root: clkbuf_8
- Rows: 33
- Worst path buffer plus inverter count: 1
- FF-to-FF path depth: 4
- Core Region: between 8000 and 9000 µm²
- Cell Area, Synth: 1006 µm²
- Min-Delay Path Class: reg -> reg
- Largest net degree at the start of global routing: 15
- Setup TNS: 0 ps
- Iteration-0 DRC Markers: 18
- Gpl congestion: roughly 0.73
- # IOs: 9
- FF+latch count, synth: 25
- Post-cts sizing count: 0
- Antenna Nets Post-Route: 0
- RSZ-0062 raised after global routing: no
- Clk buf depth: 2
- Clock network power share: 36.2%
- Setup bufs post-CTS: 0
- CP Launch Type: register
- Syn_area_per_cell: roughly 10 µm²
- F_max: around 540 MHz
- Worst setup EP type: output pin
- Post-synthesis chip area from yosys: roughly 1000 µm²
- Critical path cell sequence: clkdlybuf4s50_1
- CTS HTree Levels: 1
- Pre-CTS WS: 2262 ps
- Final Setup Violations: 0
- Combinational Power Share: 0.1%
- Yosys warns: 8
- Initial antenna violation count: 0
- Starting Density: around 12%
- Max-slew violations: 0
- Number of CTS-inserted buffers: 3
- Post-route setup slack: between 2000 and 2500 ps
- Hold-fix buffers, CTS: 0
- Switching Fraction: 18.56%
- Clk_skew: 5.301 ps
- Synthesized instance count: 98
- P_sw: approximately 0.000072 W
- PortBufs: 1
- Vias in the first global route: 582
- Crit path max fanout: 1
- Vias: roughly 560
- Final period util: 46.39%
- WP data arrival: approximately 1100 ps
- Final Hold Fails: 0
- CTS tree: done
- P&R area growth vs syn: 14.55%
- Synth Seq Share: around 50%
- Req. time, crit path: 3200 ps
- Final wirelength: approximately 1300 µm
- Insertion Delay late pin: 260 ps
- Status: finished, final reports clean
- Worst stage delay on the critical path: ~470 ps
- GRT Util Overall: roughly 2.2%
- Chip Width: 111 µm
- CP max-delay cell: clkdlybuf4s50_1
- Maximum vdd drop: around 0.19 mV
- Yosys cell count: 98
- Critical path class: reg -> out
- DRC: 0
- Worst-Margin Slew: approximately 700 ps
- GRT overflow: 0
- Worst Hold Depth: 0
- Crit path max-delay family: buffers and inverters
- Pre-antenna DRT Iters: 4
- P per Cell Area: between 300 and 400 nW/µm²
- Fin crit period: 1856 ps
- Clk sink count: 25
- Unique cell types: 20
- First-pass GRT wire length: around 2500 µm
- Die H: ~110 µm
- Routed WL per cell: between 6 and 7 µm
- Sequential share of power: 63.7%
- CP Depth: 1
- Number of logged tool warnings: 25
- Max_cap viols: 0
- P_leak: roughly 0.41 nW
- Die area: 12,320 µm²
- Vias per cell: 2.718
- # fillers: just under 900
- Share of post-route cells with drive strength above 1: slightly below 9%
- Normalized max-slew margin: between 50% and 60%
==> logic make-up (layout without fill, tap and decap cells) <==
family                     Yosys count  in the layout  share of synthesized area [%]
xor gates and xnor gates            22             22                          19.15
DFF                                 25             25                          49.75
other                                1              7                         0.3728
adders and majority gates            1              1                          1.244
and+or+nand+nor                     38             38                          22.02
buffers and inverters               11              8                          7.462
==> cell usage after synthesis, drive strengths merged <==
library cell,count,area (µm²)
or3,1,7.510
nand3,3,15.01
dfxtp,25,500.5
and4,1,8.760
inv,3,11.26
nor4,1,6.260
xor2,9,78.83
nor2,10,37.54
buf,8,63.81
or4,1,11.26
nand2,10,37.54
and2,1,6.260
conb,1,3.750
nand4,8,65.06
nor3,2,26.28
ha,1,12.51
xnor2,13,113.9
==> power by group through the flow <==
stage | Sequential [W] | Clock [W] | Combinational [W]
after CTS | 0.000249 | 0.000149 | 0.000000613
after global routing | 0.000249 | 0.000159 | 0.000000790
final | 0.000249 | 0.000142 | 0.000000355
==> layer usage <==
metal  routed length [µm]  share of wire [%]  vias to the layer above  track usage, %
li1                     -                  -                      312               -
met1                  714                 55                      240           3.058
met2                  528                 41                        8           3.302
met3                   51                3.9                        0          0.8758
met4                    0                  0                        0         0.08681
met5                    0                  0                        -               0
==> cell type report <==
cell class / instances / area [µm²] / area share, %
clock inverter: 1 / 5.005 / 0.4343
timing repair buffer: 1 / 10.01 / 0.8686
clock buffer: 3 / 41.29 / 3.583
tap: 105 / 131.4 / 11.40
inverter: 3 / 11.26 / 0.9772
multi-input combinational: 68 / 452.9 / 39.30
sequential: 25 / 500.5 / 43.43
==> final timing paths <==
path	startpoint	slack, ps	endpoint
worst max-delay path	led[0]$_DFF_P_	2140	led[0]
worst max register to register	counter[3]$_DFF_P_	2290	counter[17]$_DFF_P_
worst min-delay path	counter[23]$_DFF_P_	370	led[0]$_DFF_P_
worst min register to register	counter[23]$_DFF_P_	370	led[0]$_DFF_P_
==> worst register-to-register path, stage by stage, from the launching register on <==
cell and delay (ps):
dfxtp_1 450, nand4_4 160, nor4_1 660, nand4_1 190
xnor2_1 160
==> stage by stage <==
step	instance area (µm²)	hold WS (ps)	total power, W	instances	utilization (%)
2_1_floorplan	1028	350.1	0.0002593	104	-
3_3_place_gp	1106	357.9	0.0002552	202	13.60
3_5_place_dp	1106	360.2	0.0002551	202	13.60
4_1_cts	1152	372.6	0.0003981	206	14.17
5_1_grt	1152	387.6	0.0004088	206	14.17
6_report	1152	369.7	0.0003904	206	14.17
==> registers in the layout (all words and copies together), names as in the netlist <==
name     count
counter     24
led          1
==> cell usage in the layout, fill, tap and decap left out <==
cell,count
clkdlybuf4s50_1,1
ha_1,1
xnor2_1,13
inv_1,3
and2_1,1
dfxtp_1,25
conb_1,7
nand4_4,1
nand2_1,10
xor2_1,9
nor2_1,10
nor3_2,1
nor3_4,1
or3_2,1
or4_4,1
clkinv_2,1
clkbuf_8,3
nand3_1,3
nand4_1,7
nor4_1,1
and4_1,1
Power is estimated from default activity; no workload was simulated.
