==> design/flow/design.v <==
module main(
	input clk,
	input btnC,
	output led1,
	output led2,
	output led3,
	output led4,
	output led5
);
	assign reset = btnC;
	wire [4:0] Output;
	reg [31:0] divider;
	always @ (posedge clk) begin
		divider <= divider + 1;
	end
	always @ (posedge clk) begin
		Output[4:0] <= divider[27:23];
	end
	assign {led1, led2, led3, led4, led5} = Output[4:0];
endmodule
==> design/flow/run.sh <==
#!/bin/bash
# OpenROAD 26Q1-2900-gdf79404cd8, Yosys 0.63+post, stock flow scripts
make -C /OpenROAD-flow-scripts/flow DESIGN_CONFIG=/design/flow/config.mk WORK_HOME=/design/flow/orfs finish
==> design/flow/config.mk <==
export PLATFORM = sky130hd
export DESIGN_NAME = main
export DESIGN_NICKNAME = main
export VERILOG_FILES = /design/flow/design.v
export SDC_FILE = /design/flow/constraint.sdc
export NUM_CORES = 4
export LEC_CHECK = 1
export CORE_AREA = 10 10 99 99
export DIE_AREA = 0 0 109 109
==> design/flow/constraint.sdc <==
current_design main

set clk_period 3.8
set clk_io_pct 0.2

create_clock -name clk0 -period $clk_period [get_ports {clk}]

set non_clock_inputs [all_inputs -no_clocks]
set_input_delay [expr $clk_period * $clk_io_pct] -clock clk0 $non_clock_inputs
set_output_delay [expr $clk_period * $clk_io_pct] -clock clk0 [all_outputs]
==> design notes <==
The flow measured a signed area growth from synthesis to layout of 21.76%. The layout has 846 filler cells. At the end of the flow the core is filled with cells to 18.85%. The run gives 2 for the number of buffers on the longest clock path. In this run switching power makes up 19.47% of total power.

With the number of H-tree levels at 2, the delay of the slowest cell on the worst path is 460 ps. The logs give a warning total of 26. Of the cells placed in the final design, the portion with a size suffix greater than 1 is 8.943%. The final hold violation count is 0.

The run gives 15.48% for the effective utilization at floorplan. The number of antenna diodes is 0. In the final routed layout, each cell accounts on average for 8.476 um. The first global-routing pass estimated 3263 um of wire. The required time reported for the critical path endpoint is 3040 ps, and the worst setup slack after placement is 2186 ps.

During placement, the flow inserted port buffers numbering 5. The clock edge transition at the registers on the reported setup and hold paths is 60 ps. Max-cap violations in this run came to 0. Maximum VDD drop: 0.1128 mV. The tools report the number of top-level pins as 7.

The cell area after placement came out at 1370 um2. The number of cells reported by Yosys stat comes to 112. With the number of detailed-route iterations in the first pass at 4, the leakage power is 0.4483 nW.

The mapped netlist covers 1196 um2. The path class of the lowest-slack min-delay path was flip-flop to flip-flop. The iteration-0 DRC count of the detailed router came out at 34. Maximum number of pins on one net before global-route repair: 10. Cell type of the slowest stage on the worst timing path: clkdlybuf4s50_1. The worst setup path is captured at a primary output. Row generation in the floorplan step produced 32 rows. Vertical extent of the die: 109 um. The transition time recorded at the tightest slew-check pin is 627.3 ps. The core outline area came out at 7727 um2. The run finished with clean final reports. For the number of antenna violations at the first check in global routing, the log shows 0. In this run the biggest area consumer among cell types represents 55.23% of the synthesized area.

The logs give 33 for the total number of clock tree sinks and 1050 ps for the critical path arrival. The number of flops mapped to enable cells by yosys is 0, and the share of the cycle needed by the critical path after routing is 47.56%. The final report lists the setup-violating endpoint count as 0. For this design, the CTS-stage hold fixing added 0 buffers. The power density normalized to cell area was 417.2 nW/um2. The register-to-register setup slack was 2160 ps. The number of warnings issued by yosys was 3.

The fraction of synthesis flops using an asynchronous set or reset pin was 0%; the post-route DRC violation count was 0. For the accumulated negative setup slack, the log shows 0 ps. TritonCTS built the clock tree. The worst pin sits at a relative slew slack of 57.86%.

The run gives 0.0004894 W for the internal cell power. The clock network burns 43.1% of the power. For this run, the total global-route usage over all layers was measured as 3.285%. The clock period minus final worst setup slack came out at 1807 ps. The top cell family by delay on the critical path is buffers and inverters. With the number of gates given a new drive strength after cts at 0, the least setup slack across all paths after layout is 1993 ps. For reference, the critical path cell chain is clkdlybuf4s50_1. Once the clock tree was built, the setup fixing pass inserted 0 buffers. STA classifies the critical path startpoint as a flip-flop.

With the full die area at 11,880 um2, the number of register bits inferred by synthesis is 33. Leading area contributor after synthesis: dfxtp_1. The tools report the via count of the first global-routing pass as 736. The primary flip-flop cell chosen by synthesis mapping is dfxtp_1. Per the detail_route report, vias per standard cell equal 3.351.

The worst register-to-register path depth is 4. In the synthesis report, Yosys lists the chip area as 1196 um2. For the clock tree skew after final layout, the log shows 2.160 ps. The switching component of the power was reported as 0.0001183 W.

The instance count of the mapped netlist was 112; the sequential group share of total power was 56.9%. Die boundary width: 109 um. The run gives 660.6 um2 for the sequential cell area. Per the detail_route report, the via count comes to 754.

Setup repair after global routing left no endpoint under its margin. Reg-to-reg critical path endpoint: divider[24]$_DFF_P_. The startpoint identified for the worst hold timing path is divider[27]$_DFF_P_. Looking at the reg2reg group, the worst path starts from divider[5]$_DFF_P_. After synthesis, the netlist uses 17 different library cells.

Detailed placement finished with a half-perimeter wire length of 1271 um. Per the gpl log, the routability congestion estimate is 0.7800. In this run the remaining antenna-violating nets after routing total 0. The largest fanout on the critical path came out at 1. Number of buffers and inverters on the critical path: 1. Counting pins that exceed their max-slew limit in the final report gives 0.

The destination of the worst hold path was Output[4]$_DFF_P_. Recorded from the global router log, the overflow total was 0. Per Yosys stat, the portion of area used by sequential elements is 55.23%. Timing would allow up to 0.5533 GHz. The run gives 5 for the clock buffer count from CTS. Looking at the setup timing report, the critical path kind is flip-flop to primary output. By area the synthesized netlist is led by dfxtp_1 55%, xnor2_1 15%, nand3_1 5.4%, xor2_1 4.4%, nand4_1 4.2%.

The most critical hold endpoint after final layout shows a slack of 368.8 ps. Once layout is done, the placed cells without fillers occupy 1456 um2. Looking at the clock tree report, the root buffer type is clkbuf_8.

In the hold timing report, the worst path depth is 0. Summed over all layers, the routed wires come to 1907 um. dfxtp_1 is the most common cell in the netlist. In this run the mean area of a mapped cell was 10.68 um2. The skew report gives the latency at the later pin of the worst-skew pair as 280 ps. The power report attributes to the combinational group a share of 0%. The commonest cells after synthesis are 33 x dfxtp_1, 20 x xnor2_1, 13 x nand3_1, 8 x nand4_1, 7 x nand2_1.

The layout report lists the multi-input gate area as 520.5 um2.
-- final cells by class --
class,instances,area share [%]
Timing Repair Buffer,5,3.436
Inverter,3,0.7732
Sequential cell,33,45.36
Clock buffer,7,5.928
Tap cell,102,8.763
Multi-Input combinational cell,75,35.74
-- logic make-up after synthesis --
kind of cell / count (synthesis) / share of synthesized area, %
simple gates: 48 / 23.43
flops: 33 / 55.23
xor+xnor: 26 / 19.04
buf+inv: 4 / 1.255
fa+ha+maj: 1 / 1.046
-- placed cells by master (no fill, tap or decap) --
master,n
ha_1,1
clkbuf_1,1
nor3_2,1
dfxtp_1,33
and4_1,1
clkbuf_8,6
clkdlybuf4s50_1,5
inv_1,3
nand3_1,13
nor2_1,6
nor3_1,3
nor4_4,1
nand3_2,3
nand2_1,7
nor4_1,2
nand4_1,8
xnor2_1,20
xor2_1,6
and3_1,3
-- routing by layer --
metal | wire, um | track usage (%)
met1 | 1071 | 4.874
met5 | 0 | 0
met2 | 664 | 4.242
met4 | 30 | 0.4708
met3 | 140 | 1.613
-- how the worst max path moves through the flow --
stage | slack (ps) | end | startpoint | cells past startpoint
4_1_cts | 1970 | led5 | Output[0]$_DFF_P_ | 1
5_1_grt | 1920 | divider[26]$_DFF_P_ | divider[0]$_DFF_P_ | 5
6_report | 1990 | led5 | Output[0]$_DFF_P_ | 1
-- power by group through the flow --
stage / clock network, W / registers (W) / logic [W]
4_1_cts: 0.000266 / 0.000346 / 0.000000000138
5_1_grt: 0.000282 / 0.000346 / 0.000000000138
6_report: 0.000262 / 0.000346 / 0.000000000138
-- sequential cells by signal, indices dropped and copies added, names as in the netlist --
name and count:
divider 28, Output 5
-- stage by stage --
stage,cells,power [W]
2_1_floorplan,112,0.0003536
3_3_place_gp,218,0.0003536
3_5_place_dp,218,0.0003536
4_1_cts,225,0.0006121
5_1_grt,225,0.0006278
6_report,225,0.0006077
Power is estimated from default activity; no workload was simulated.
